`flow/config.mk`:
```
export PLATFORM = sky130hd
export DESIGN_NAME = jtag_blinky
export DESIGN_NICKNAME = jtag_blinky
export VERILOG_FILES = /design/flow/design.v
export SDC_FILE = /design/flow/constraint.sdc
export NUM_CORES = 4
export LEC_CHECK = 1
export CORE_UTILIZATION = 40
```
`flow/design.v`:
```
module jtag_blinky #(
    parameter N_LEDS = 10,
    parameter IDCODE = 32'hdeadf001
) (
    input  wire tck,
    input  wire trst_n,
    input  wire tms,
    input  wire tdi,
    output reg  tdo,
    output wire [N_LEDS-1:0] leds,
    output wire              mirror_tck,
    output wire              mirror_tms,
    output wire              mirror_tdi,
    output wire              mirror_tdo
);
    assign mirror_tck = tck;
    assign mirror_tdi = tdi;
    assign mirror_tms = tms;
    assign mirror_tdo = tdo;
    reg [3:0] cur_tap_state, next_tap_state;
    localparam S_RESET = 4'd0;
    localparam S_IDLE = 4'd1;
    localparam S_SELECT_DR = 4'd2;
    localparam S_CAPTURE_DR = 4'd3;
    localparam S_SHIFT_DR = 4'd4;
    localparam S_EXIT1_DR = 4'd5;
    localparam S_PAUSE_DR = 4'd6;
    localparam S_EXIT2_DR = 4'd7;
    localparam S_UPDATE_DR = 4'd8;
    localparam S_SELECT_IR = 4'd9;
    localparam S_CAPTURE_IR = 4'd10;
    localparam S_SHIFT_IR = 4'd11;
    localparam S_EXIT1_IR = 4'd12;
    localparam S_PAUSE_IR = 4'd13;
    localparam S_EXIT2_IR = 4'd14;
    localparam S_UPDATE_IR = 4'd15;
    localparam IRLEN = 4;
    localparam IR_IDCODE = 4'b0001;
    localparam IR_BLINK = 4'b1110;
    localparam DRLEN = 32;
    reg [IRLEN-1:0] ir_shift;
    reg [IRLEN-1:0] ir;
    always @(posedge tck or negedge trst_n) begin
        if (!trst_n) begin
            cur_tap_state <= S_RESET;
        end else begin
            cur_tap_state <= next_tap_state;
        end
    end
    always @(*) begin
        next_tap_state = cur_tap_state;
        case (cur_tap_state)
            S_RESET:      next_tap_state = tms ? cur_tap_state : S_IDLE;
            S_IDLE:       next_tap_state = tms ? S_SELECT_DR : cur_tap_state;
            S_SELECT_DR:  next_tap_state = tms ? S_SELECT_IR : S_CAPTURE_DR;
            S_CAPTURE_DR: next_tap_state = tms ? S_EXIT1_DR : S_SHIFT_DR;
            S_SHIFT_DR:   next_tap_state = tms ? S_EXIT1_DR : cur_tap_state;
            S_EXIT1_DR:   next_tap_state = tms ? S_UPDATE_DR : S_PAUSE_DR;
            S_PAUSE_DR:   next_tap_state = tms ? S_EXIT2_DR : cur_tap_state;
            S_EXIT2_DR:   next_tap_state = tms ? S_UPDATE_DR : cur_tap_state;
            S_UPDATE_DR:  next_tap_state = tms ? S_SELECT_DR : S_IDLE;
            S_SELECT_IR:  next_tap_state = tms ? S_RESET : S_CAPTURE_IR;
            S_CAPTURE_IR: next_tap_state = tms ? S_EXIT1_IR : S_SHIFT_IR;
            S_SHIFT_IR:   next_tap_state = tms ? S_EXIT1_IR : cur_tap_state;
            S_EXIT1_IR:   next_tap_state = tms ? S_UPDATE_IR : S_PAUSE_IR;
            S_PAUSE_IR:   next_tap_state = tms ? S_EXIT2_IR : cur_tap_state;
            S_EXIT2_IR:   next_tap_state = tms ? S_UPDATE_IR : S_SHIFT_IR;
            S_UPDATE_IR:  next_tap_state = tms ? S_SELECT_DR : S_IDLE;
            default:      next_tap_state = cur_tap_state;
        endcase
    end
    always @(posedge tck or negedge trst_n) begin
        if (!trst_n) begin
            ir_shift <= {IRLEN{1'b0}};
            ir       <= IR_IDCODE;
        end else begin
            if (cur_tap_state == S_RESET) begin
                ir_shift <= {IRLEN{1'b0}};
                ir       <= IR_IDCODE;
            end else if (cur_tap_state == S_CAPTURE_IR) begin
                ir_shift <= ir;
            end else if (cur_tap_state == S_SHIFT_IR) begin
                ir_shift <= {tdi, ir_shift[IRLEN-1:1]};
            end else if (cur_tap_state == S_UPDATE_IR) begin
                ir <= ir_shift;
            end
        end
    end
    reg [ DRLEN-1:0] dr_shift;
    reg [N_LEDS-1:0] led_reg;
    always @(posedge tck or negedge trst_n) begin
        if (!trst_n) begin
            dr_shift <= {DRLEN{1'b0}};
        end else begin
            if (cur_tap_state == S_RESET) begin
                dr_shift <= {DRLEN{1'b0}};
            end else if (cur_tap_state == S_CAPTURE_DR) begin
                if (ir == IR_BLINK) begin
                    dr_shift <= {DRLEN - N_LEDS{1'b0}};
                end else if (ir == IDCODE) begin
                    dr_shift <= IDCODE;
                end else begin
                    dr_shift <= {DRLEN{1'b0}};
                end
            end else if (cur_tap_state == S_SHIFT_DR) begin
                dr_shift <= {tdi, dr_shift[DRLEN-1:1]};
                if (ir == IR_BLINK) begin
                    dr_shift[N_LEDS-1:0] <= tdi;
                end else if (ir == IR_IDCODE) begin
                    dr_shift[31] <= tdi;
                end else begin
                    dr_shift[0] <= tdi;
                end
            end else if (cur_tap_state == S_UPDATE_DR) begin
                led_reg <= dr_shift[DRLEN-1:DRLEN-N_LEDS];
            end
        end
    end
    always @(negedge tck or negedge trst_n) begin
        if (!trst_n) begin
            tdo <= 1'b0;
        end else begin
            tdo <= (cur_tap_state == S_SHIFT_IR) ? ir_shift[0] : (cur_tap_state == S_SHIFT_DR) ? dr_shift[0] : 1'b0;
        end
    end
endmodule
```
`flow/run.sh`:
```
#!/bin/bash
# OpenROAD 26Q1-2900-gdf79404cd8, Yosys 0.63+post, stock flow scripts
make -C /OpenROAD-flow-scripts/flow DESIGN_CONFIG=/design/flow/config.mk WORK_HOME=/design/flow/orfs finish
```
`flow/constraint.sdc`:
```
current_design jtag_blinky

set clk_period 3.3
set clk_io_pct 0.2

create_clock -name clk0 -period $clk_period [get_ports {tck}]

set non_clock_inputs [all_inputs -no_clocks]
set_input_delay [expr $clk_period * $clk_io_pct] -clock clk0 $non_clock_inputs
set_output_delay [expr $clk_period * $clk_io_pct] -clock clk0 [all_outputs]
```
==> impl_metrics.csv <==
group,metric,value,unit
run_status,status,"complete, no violations",
synthesis,syn_area_per_cell,13.5,µm²
sta,slew_headroom,54.1,%
job,warning_count,26,
power_and_ir_drop,power,1850,µW
synthesis,synth_top_area_share,59.8,%
worst_setup_path,max_stage_delay,0.39,ns
worst_setup_path,crit_chain,"buf_2",
worst_setup_path,crit_type,"reg2out",
synthesis,top_logic_kind,"AND-OR/OR-AND gates",
synthesis,ys_sh_simple,8.08,%
floorplan,pin_count,19,
finish,mostFrequentLayoutCell,"dfrtp_1",
synthesis,netlist_instances,168,
worst_setup_path,r2r_slack,0.78,ns
routing,diodes,0,
synthesis,synth.distinct_cells,25,
synthesis,numSynthFlops,57,
floorplan,fp.dieH,77.2,µm
worst_setup_path,crit_arrival,2.56,ns
worst_setup_path,crit_fanout,2,
synthesis,syn_area,0.00226,mm²
finish,instances_no_fill,255,
floorplan,die_w,77.2,µm
finish,mostFrequentLayoutCells,"dfrtp_1 (54), a22o_1 (30), nor2_1 (15)",
floorplan,dieArea,0.00595,mm²
synthesis,ys_top_cells_by_area,"dfrtp_1 (60%), a22o_1 (12%), buf_4 (5.6%), mux2i_1 (4.0%), mux2_2 (3.0%)",
floorplan,coreArea,0.00547,mm²
place,portBuffers,8,
power_and_ir_drop,peakVddDrop,301,µV
routing,drt-initial-drc-count,81,
sta,fin_setup_tns,0,ns
global_route,grt_pass1_wl,6330,µm
sta,worst_slew_pin_slew,0.688,ns
global_route,grt_overflow,0,
sta,rsz0062_at_grt,"false",
synthesis,ys_sh_adder,0,%
synthesis,postSynthSeqShare,63.2,%
power_and_ir_drop,p_leak,0.00124,µW
sta,hold_viol,0,
worst_setup_path,cp_top_family,"flip-flops",
clock_tree,insertion_delay,0.44,ns
power_and_ir_drop,p_per_area,717,mW/mm²
hold_path,holdCritPathClass,"in2async",
clock_tree,cts_hold_buffers,0,
place,dp_hpwl,1990,µm
synthesis,xor_area_share,0,%
global_route,gr-usage-all-layers,13.8,%
finish,area_growth,14.3,%
worst_setup_path,cp-start-kind,"flip-flop",
routing,drtPass1Iterations,4,
synthesis,top_area_cell,"dfrtp_1",
worst_setup_path,cp-end-kind,"output port",
routing,detail_route.wl_per_cell,13.8,µm
global_route,grt_pass1_vias,1331,
synthesis,mux_share,6.98,%
routing,wirelength,3530,µm
sta,drv_slew,0,
clock_tree,clk_pin_slew,0.06,ns
worst_setup_path,cp_num_buf_inv,1,
sta,setup_violations,0,
floorplan,core_util_floorplan,41.3,%
clock_tree,cts_tree,"yes",
place,dp_cells,236,
synthesis,aoi_share,14.0,%
routing,routed_via_density,5.02,
synthesis,ys_warn_count,11,
finish,fillCellCount,485,
job,maxCapViolations,0,
worst_setup_path,required,2.64,ns
synthesis,yosys_area,0.00226,mm²
routing,drcViolationCount,0,
floorplan,num_rows,27,
synthesis,yosysCellCount,168,
worst_setup_path,crit_slowest_cell,"dfrtn_1",
finish,drive_gt1_share,20.2,%
place,gp_congestion,0.802,
routing,ant_nets,0,
place,place_ws,0.151,ns
sta,layout_setup_ws,0.0763,ns
global_route,antenna_found_initial,0,
sta,skew,0.00451,ns
routing,vias,1281,
global_route,grt_max_degree,57,
## metrics by stage
step,utilization (%),hold WS (ns),cell area [µm²]
after CTS,47.2,0.389,2580
after detailed placement,42.4,0.462,2320
final,47.2,0.379,2580
after floorplan,-,0.364,2290
after global placement,42.4,0.449,2320
after global routing,47.2,0.440,2580
## sequential cells by signal (all words and copies together), names as in the netlist, named ones only
name           flops
ir_shift           4
ir                 4
dr_shift          32
cur_tap_state     15
tdo                1
## final timing paths
check | from | depth (start not counted) | end
hold reg to reg | flip-flop | 1 | cur_tap_state[1]
setup / recovery | tdo | 1 | mirror_tdo
setup reg to reg | cur_tap_state[13] | 1 | tdo
min in group clk0 | flip-flop | 1 | cur_tap_state[1]
hold / removal | trst_n | 2 | ir[2]
max in group asynchronous | trst_n | 1 | tdo
## per-layer routing
layer | wire length (µm) | up-vias | GRT usage [%] | part of all wire, %
li1 | - | 598 | - | -
met1 | 1750 | 638 | 22.5 | 50
met2 | 1470 | 36 | 17.0 | 42
met3 | 216 | 9 | 5.93 | 6.1
met4 | 87 | 0 | 4.72 | 2.5
met5 | 0 | - | 0 | 0
## synthesized netlist by cell type
| library cell | number |
|---|---|
| nor4_1 | 1 |
| o21ai_0 | 1 |
| and2_1 | 3 |
| dfrtp_1 | 54 |
| dfstp_2 | 2 |
| clkbuf_1 | 2 |
| mux2_2 | 6 |
| nand2_1 | 2 |
| nor3b_4 | 1 |
| a211o_1 | 1 |
| nor2_1 | 15 |
| o31a_1 | 1 |
| a22o_1 | 30 |
| o21a_1 | 4 |
| mux2i_1 | 9 |
| nor3b_2 | 1 |
| buf_2 | 5 |
| nor4b_1 | 1 |
| nand4b_1 | 1 |
| dfrtn_1 | 1 |
| nor3_1 | 4 |
| buf_4 | 17 |
| buf_6 | 1 |
| nor2b_1 | 4 |
| conb_1 | 1 |
## repair_timing
item | in CTS | in global routing
endpoints found under the setup margin | 2 | 0
resized | 6 | 0
setup buffers | 0 | 0
## final cells by class
cell class	instances	area, µm²	share of cell area (%)
timing repair buffer	11	85.1	3.29
tap	72	90.1	3.49
multi-input combinational	95	698	27.0
sequential	57	1430	55.3
clock inverter	5	77.6	3.00
clock buffer	15	203	7.85
## logic make-up after synthesis
group / count (synthesis)
AOI/OAI and AO/OA: 37
buffers and inverters: 25
DFF: 57
muxes: 15
other: 1
and+or+nand+nor: 33
## power breakdown
part           switching, µW  internal [µW]  leakage (µW)
logic                   91.7           92.5      0.000317
clock network            278            559      0.000141
registers               59.9            770      0.000782
total                    430           1420       0.00124
Power is estimated from default activity; no workload was simulated.
